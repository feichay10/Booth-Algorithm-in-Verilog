<file path="design/flow/config.mk">
export PLATFORM = sky130hd
export DESIGN_NAME = multiplicador
export DESIGN_NICKNAME = multiplicador
export VERILOG_FILES = /design/flow/design.v
export SDC_FILE = /design/flow/constraint.sdc
export NUM_CORES = 4
export LEC_CHECK = 1
export CORE_AREA = 10 10 108 108
export DIE_AREA = 0 0 118 118
</file>
<file path="design/flow/constraint.sdc">
current_design multiplicador

set clk_period 3.0
set clk_io_pct 0.2

create_clock -name clk0 -period $clk_period [get_ports {clk}]

set non_clock_inputs [all_inputs -no_clocks]
set_input_delay [expr $clk_period * $clk_io_pct] -clock clk0 $non_clock_inputs
set_output_delay [expr $clk_period * $clk_io_pct] -clock clk0 [all_outputs]
</file>
<file path="design/flow/design.v">
module caminosdatos (input wire [2:0] Mcador, Mcando, input wire clk, start, cargaA, cargaQ, cargaM, suma, desplazaAQ, output wire [1:0] q, output wire [5:0] producto);
    wire [3:0] SalA_to_Sum, SalM_to_Sum, SalQ;
    wire [3:0] EntQ, EntM, EntA;
    wire aux;
    assign EntQ = {Mcador, 1'b0}; 
    assign EntM = {Mcando[2], Mcando};
    registro4 A(EntA, SalA_to_Sum[3], cargaA, desplazaAQ, clk, start, SalA_to_Sum);
    registro4 Q(EntQ, SalA_to_Sum[0], cargaQ, desplazaAQ, clk, 1'b0, SalQ);
    registro4 M(EntM, 1'b0, cargaM, 1'b0, clk, 1'b0, SalM_to_Sum);
    sum_resta4 sumador(EntA, aux, SalA_to_Sum, SalM_to_Sum, suma);
    assign producto = {SalA_to_Sum[2:0], SalQ[3:1]};
    assign q = {SalQ[1], SalQ[0]};
endmodule
`timescale 1 ns / 10 ps
module registro4 (input wire [3:0] entrada, input wire bit_en_desp, input wire Carga, Desplaza, clk, reset, output wire [3:0] salida);
  wire enable;
  assign enable = Carga | Desplaza;  
  cdaff ff0(Carga, entrada[0], salida[1], clk, reset, enable, salida[0]);
  cdaff ff1(Carga, entrada[1], salida[2], clk, reset, enable, salida[1]);
  cdaff ff2(Carga, entrada[2], salida[3], clk, reset, enable, salida[2]);
  cdaff ff3(Carga, entrada[3], bit_en_desp, clk, reset, enable, salida[3]);  
endmodule
module registro3 (input wire [2:0] entrada, input wire bit_en_desp, input wire Carga, Desplaza, clk, reset, output wire [2:0] salida);
  wire enable;
  assign enable = Carga | Desplaza;  
  cdaff ff0(Carga, entrada[0], salida[1], clk, reset, enable, salida[0]);
  cdaff ff1(Carga, entrada[1], salida[2], clk, reset, enable, salida[1]);
  cdaff ff2(Carga, entrada[2], bit_en_desp, clk, reset, enable, salida[2]);  
endmodule
module cdaff (input wire selc_d, inp_c, inp_d, clk, reset, carga, output wire salida);
  wire inp;
  ffdc ff0(clk, reset, carga, inp, salida);
  mux2_1_i1 mux0(inp, inp_d, inp_c, selc_d);
endmodule
module mux2_1_i1(output wire out, input wire a, b, s);
  wire  s_n, sa, sb;     
  not inv1 (s_n, s);
  and and1 (sa, a, s_n);
  and and2 (sb, b, s);
  or or1 (out, sa, sb);
endmodule
module ffdc #(parameter retardo = 0)(input wire clk, reset, carga, d, output reg q);
  always @(posedge clk, posedge reset)
    if (reset)
      q <= #retardo 1'b0;  
    else
      if (carga)
        q <= #retardo d;  
endmodule
module sum_resta4(output wire[3:0] S, output wire c_out, input wire[3:0] A, input wire[3:0] B, input wire resta);
  assign {c_out, S} = (resta == 1) ? A - B + 0 : A + B + 0;
endmodule
`timescale 1 ns / 10 ps
module multiplicador (input wire [2:0] Mcando, Mcador, input wire clk, start, output wire [5:0] producto, output wire fin);
  wire cargaA, cargaQ, cargaM, suma, desplazaAQ;
  wire [1:0] q;
  caminosdatos camino(Mcador, Mcando, clk, start, cargaA, cargaQ, cargaM, suma, desplazaAQ, q, producto);
  uc unidad(clk, start, q, suma, desplazaAQ, cargaA, cargaQ, cargaM, fin);
endmodule
`timescale 1 ns / 10 ps
module uc (input wire clk, start, input wire [1:0] q, output wire suma, desplazaAQ, cargaA, cargaQ, cargaM, fin);
  reg [2:0] state, nextstate;
  parameter S0 = 3'b000;
  parameter S1 = 3'b001;
  parameter S2 = 3'b010;
  parameter S3 = 3'b011;
  parameter S4 = 3'b100;
  parameter S5 = 3'b101;
  parameter S6 = 3'b110;
  parameter S7 = 3'b111;
  always @(posedge clk, posedge start)
    if (start)
      state <= S0;
    else
      state <= #6 nextstate;
  always @(*)
    case (state)
      S0: nextstate = S1;
      S1:
        if (q == 2'b00 || q == 2'b11)
          nextstate = S3;
        else
          nextstate = S2;
      S2: nextstate = S3;
      S3:
        if (q == 2'b00 || q == 2'b11)
          nextstate = S5;
        else
          nextstate = S4;
      S4: nextstate = S5;
      S5: if (q == 2'b00 || q == 2'b11)
          nextstate = S7;
        else
          nextstate = S6;
      S6: nextstate = S7;
      S7: nextstate = S7;
      default: nextstate = S0;
    endcase
    assign cargaA = ((state == S1 || state == S3 || state == S5) && (q == 2'b01 || q == 2'b10))? 1 : 0;
    assign cargaQ = (state == S0) ? 1 : 0;
    assign cargaM = (state == S0) ? 1 : 0;
    assign suma = (q == 2'b10) ? 1 : 0;
    assign desplazaAQ = ((state == S1 || state == S3 || state == S5) && (q == 2'b00 || q == 2'b11)) || (state == S2 || state == S4 || state == S6);
    assign fin = (state == S7) ? 1 : 0;
endmodule
</file>
<file path="design/flow/run.sh">
#!/bin/bash
# OpenROAD 26Q1-2900-gdf79404cd8, Yosys 0.63+post, stock flow scripts
make -C /OpenROAD-flow-scripts/flow DESIGN_CONFIG=/design/flow/config.mk WORK_HOME=/design/flow/orfs finish
</file>
==> run summary <==
Synth async-reset ratio -> 60.00%
CP max FO -> 4
Tool warnings -> 25
Yosys stat area -> 999.7 µm²
Ys flops -> 20
P&R area growth vs syn -> 31.91%
WL/cell -> 8.544 µm
Max Cap Violations -> 0
Num ports -> 15
Flip-flops with a built-in enable -> 8
Util after Layout -> 14.20%
Max Clk Rate -> 517.3 MHz
Fill cells -> 1,062
Pwr per Cell Area -> 904.4 nW/µm²
Grt ovf -> 0
Final Skew -> 4.675 ps
Leakage -> 0.5021 nW
Layout cell share with drive strength beyond 1 -> 11.34%
Post-Syn Instances -> 86
DR vias/cell -> 2.823
Worst setup EP type -> register
Clock transition at the registers of the reported paths -> 70 ps
Post-DP HPWL -> 1.552 mm
Hold_buf cts -> 0
Status -> finished clean
WL final -> 1.931 mm
Final Critical Period -> 1933 ps
I/O Buffers -> 14
Final tally of hold violations -> 0
RSZ-0062 raised after global routing -> no
Final Setup Violations -> 0
Vias -> 638
Router iterations before antenna repair -> 4
H-tree depth -> 1
CTS Sinks -> 20
Ys Warns -> 2
Chip area -> 13,920 µm²
Fp util -> 10.77%
Max IR drop VDD -> 0.2486 mV
Netlist Area Pre-Place -> 999.7 µm²
Placed cells -> 222
Final TNS setup -> 0 ps
Yosys cell count -> 86
GPL Wtd Cong -> 0.7478
Num CTS Buffers -> 3
Chip height -> 118 µm
Worst slew margin -> 59.67%
Largest net degree at the start of global routing -> 17
CP Class -> reg -> reg
Worst hold path class -> reg -> reg
Total GRT Usage -> 2.719%
DRC -> 0
Post-CTS Setup Bufs -> 0
Critical Path Start Type -> register
Root buffer cell -> clkbuf_8
First-pass GRT wire length -> 3.167 mm
Skew-Pair Late Insertion Delay -> 250 ps
Most common reg cell -> dfrtp_1
Syn Area/Cell -> 11.62 µm²
DRT iter0 DRCs -> 30
Die X -> 118 µm
Synth unique cells -> 27
Initial antenna violation count -> 0
Core box area -> 9284 µm²
Post_cts resized -> 0
Clock tree buffer depth -> 2
TritonCTS clock tree -> built
CP Data Required Time -> 3140 ps
Final period utilization -> 64.44%
Measured slew at the worst slew-check pin -> 598.6 ps
Antenna cells -> 0
Via count of the first global-routing pass -> 626
Fin cells -> 226
Antenna-violating nets left -> 0
Crit path DAT -> 2070 ps
FP Rows -> 35
Max Slew Vio Count -> 0
Sequential fraction of the synthesis area -> 54.19%
synthesized netlist by cell type (2+ instances only):
cell | number | share of area [%]
xnor2_1 | 3 | 2.6
nor2b_1 | 4 | 2.5
dfrtp_1 | 11 | 28
a21o_1 | 2 | 1.5
nor2_1 | 4 | 1.5
nand2_1 | 5 | 1.9
edfxtp_1 | 8 | 24
buf_4 | 6 | 4.5
o21ai_0 | 5 | 2.5
mux2i_1 | 2 | 2.0
a21oi_1 | 4 | 2.0
nor3_1 | 2 | 1.0
inv_1 | 7 | 2.6
ha_1 | 5 | 6.3
mux2_2 | 5 | 5.6
nand3b_1 | 2 | 1.5
metal layers:
| metal | share of wire, % | up-vias | global-route usage, % |
|---|---|---|---|
| met5 | 0 | - | 0 |
| met4 | 0 | 0 | 0.1546 |
| met3 | 7.0 | 0 | 1.167 |
| met2 | 52 | 14 | 4.650 |
| met1 | 41 | 312 | 3.237 |
| li1 | - | 312 | - |
worst max-delay path, cell delays in order (launching register included):
cell,delay (ps)
edfxtp_1,430
ha_1,260
nor2_1,140
xnor2_1,130
ha_1,280
a21oi_1,140
nand2_1,100
nand3_1,90
nand3b_1,100
xnor2_1,150
cells by family after synthesis:
group	Yosys count	share of synthesized area (%)
AOI/OAI and AO/OA	13	7.634
xor gates and xnor gates	3	2.629
adders and majority gates	6	8.260
buffers and inverters	14	7.509
DFF	20	54.19
muxes	7	7.634
other	1	0.3751
and+or+nand+nor	22	11.76
cells in the final DEF, fill, tap and decap left out, drive strengths merged, types with 3 or more instances in the layout:
cell type	n
clkdlybuf4s50	14
dfrtp	11
edfxtp	8
inv	7
nand2	5
o21ai	5
mux2	5
ha	5
nor2	4
a21oi	4
nor2b	4
clkbuf	4
xnor2	3
nor3	3
registers in the layout (all words and copies together), names as in the netlist, named ones only:
| name | count |
|---|---|
| camino.A.ff0.ff0.q | 1 |
| camino.A.ff1.ff0.q | 1 |
| camino.A.ff2.ff0.q | 1 |
| camino.M.ff0.ff0.q | 1 |
| camino.M.ff1.ff0.q | 1 |
| camino.M.ff2.ff0.q | 1 |
| camino.M.ff3.ff0.q | 1 |
| camino.Q.ff0.ff0.q | 1 |
| camino.Q.ff1.ff0.q | 1 |
| camino.Q.ff2.ff0.q | 1 |
| camino.Q.ff3.ff0.q | 1 |
| unidad.state | 8 |
per-stage QoR:
stage	area, µm²	setup slack, ps	total power, mW	hold slack [ps]
2_1_floorplan	999.7	1223	0.8378	417.0
5_1_grt	1319	960.1	1.290	503.3
6_report	1319	1067	1.193	476.0
3_3_place_gp	1252	1123	0.9713	459.6
4_1_cts	1319	1052	1.219	484.5
3_5_place_dp	1252	1096	0.9757	466.2
area by class of cell:
type / count / area (µm²) / share of cell area (%)
Timing Repair Buffer: 14 / 140.1 / 10.63
Clock buffer: 4 / 66.31 / 5.028
Multi-Input combinational cell: 52 / 382.9 / 29.03
Tap cell: 129 / 161.4 / 12.24
Inverter: 7 / 26.28 / 1.992
Sequential cell: 20 / 541.8 / 41.08
report_power, final:
part	total, mW	internal, mW	leakage [nW]	switching (mW)
Sequential	0.462	0.390	0.224	0.0726
Clock	0.229	0.144	0.0339	0.0851
Combinational	0.501	0.270	0.245	0.231
final timing paths:
check | startpoint | endpoint | slack, ps | cells past startpoint
max in group asynchronous | start | unidad.state[0] | 1990 | 2
hold reg to reg | unidad.state[7] | unidad.state[7] | 480 | 1
setup reg to reg | camino.Q.ff1.ff0.q | register | 1070 | 9
setup / recovery | camino.Q.ff1.ff0.q | register | 1070 | 9
min in group asynchronous | start | unidad.state[3] | 670 | 2
hold / removal | unidad.state[7] | unidad.state[7] | 480 | 1
No activity file was given, so power comes from the tool's default toggle rates.
