File: ./design.v
`timescale 1 ns / 10 ps
module registro4 (input wire [3:0] entrada, input wire bit_en_desp, input wire Carga, Desplaza, clk, reset, output wire [3:0] salida);
  wire enable;
  assign enable = Carga | Desplaza;  
  cdaff ff0(Carga, entrada[0], salida[1], clk, reset, enable, salida[0]);
  cdaff ff1(Carga, entrada[1], salida[2], clk, reset, enable, salida[1]);
  cdaff ff2(Carga, entrada[2], salida[3], clk, reset, enable, salida[2]);
  cdaff ff3(Carga, entrada[3], bit_en_desp, clk, reset, enable, salida[3]);  
endmodule
module registro3 (input wire [2:0] entrada, input wire bit_en_desp, input wire Carga, Desplaza, clk, reset, output wire [2:0] salida);
  wire enable;
  assign enable = Carga | Desplaza;  
  cdaff ff0(Carga, entrada[0], salida[1], clk, reset, enable, salida[0]);
  cdaff ff1(Carga, entrada[1], salida[2], clk, reset, enable, salida[1]);
  cdaff ff2(Carga, entrada[2], bit_en_desp, clk, reset, enable, salida[2]);  
endmodule
module cdaff (input wire selc_d, inp_c, inp_d, clk, reset, carga, output wire salida);
  wire inp;
  ffdc ff0(clk, reset, carga, inp, salida);
  mux2_1_i1 mux0(inp, inp_d, inp_c, selc_d);
endmodule
module mux2_1_i1(output wire out, input wire a, b, s);
  wire  s_n, sa, sb;     
  not inv1 (s_n, s);
  and and1 (sa, a, s_n);
  and and2 (sb, b, s);
  or or1 (out, sa, sb);
endmodule
module ffdc #(parameter retardo = 0)(input wire clk, reset, carga, d, output reg q);
  always @(posedge clk, posedge reset)
    if (reset)
      q <= #retardo 1'b0;  
    else
      if (carga)
        q <= #retardo d;  
endmodule
module sum_resta4(output wire[3:0] S, output wire c_out, input wire[3:0] A, input wire[3:0] B, input wire resta);
  assign {c_out, S} = (resta == 1) ? A - B + 0 : A + B + 0;
endmodule
File: ./config.mk
export PLATFORM = sky130hd
export DESIGN_NAME = registro3
export DESIGN_NICKNAME = registro3
export VERILOG_FILES = /design/flow/design.v
export SDC_FILE = /design/flow/constraint.sdc
export NUM_CORES = 4
export LEC_CHECK = 1
export CORE_AREA = 10 10 70 70
export DIE_AREA = 0 0 80 80
File: ./constraint.sdc
current_design registro3

set clk_period 1.0
set clk_io_pct 0.2

create_clock -name clk0 -period $clk_period [get_ports {clk}]

set non_clock_inputs [all_inputs -no_clocks]
set_input_delay [expr $clk_period * $clk_io_pct] -clock clk0 $non_clock_inputs
set_output_delay [expr $clk_period * $clk_io_pct] -clock clk0 [all_outputs]
File: ./run.sh
#!/bin/bash
# OpenROAD 26Q1-2900-gdf79404cd8, Yosys 0.63+post, stock flow scripts
make -C /OpenROAD-flow-scripts/flow DESIGN_CONFIG=/design/flow/config.mk WORK_HOME=/design/flow/orfs finish
==> flow_summary.ini <==
; implementation run metrics
[status]
status = completed

[power]
swShare_pct = 21.58
p_leak_nw = 0.1439
p_total_uw = 427.7
ir_drop_uv = 163.5
pwr-share-comb_pct = 18.2
p_int_uw = 335.4
clkPwrFrac_pct = 48.8
p_per_area_mw_per_mm2 = 1330
p_sw_uw = 92.29
seqPwrFrac_pct = 33.0

[clocking]
ctsHoldBuffers = 0
clk_latency_ns = 0.23
cts.sinks = 3
clockBufferDepth = 2
cts_tree = yes
numCtsBuffers = 3
htree_levels = 1
cts-root-buf = clkbuf_4
clkTransAtPathRegs_ns = 0.04

[global_routing]
first_global_vias = 173
overflow = 0
antenna_found_initial = 0
grt_util_all_layers_pct = 1.715
grt_max_degree = 7
grt_pass1_wl_um = 779

[min_path]
hold_path_class = primary input to asynchronous set/reset pin

[logic_synthesis]
xor_share_pct = 0
ys_area_um2 = 157.7
mux_area_share_pct = 19.05
adder_share_pct = 0
yosys_warnings = 1
top_area_cell = dfrtp_1
avgSynthCellArea_um2 = 9.853
ys_sh_simple_pct = 7.143
ys_types = 6
synthAoiAreaFrac_pct = 9.524
yosysSeqAreaShare_pct = 47.62
netlist_area_um2 = 157.7
ys_cells = 16
synthTopLogicFamily = multiplexers
area_leaders = dfrtp_1 48%, mux2i_1 19%, buf_4 14%
syn_inst = 16
top_cell_area_share_pct = 47.62
synth_flops = 3

[critical_path]
crit_family = flip-flops
slowest_delay_ns = 0.37
worstPathArrival_ns = 0.72
cp.required_ns = 0.80
worstPathMaxFanout = 2
cp_slowest_cell = dfrtp_1
cp-start-kind = flop
criticalPathCategory = flop to output pin
path_cells = buf_2
path_buffers = 1
cp-end-kind = output pin

[placement]
place_hpwl_um = 461.1
dpl.cell_count = 71
placement.io_buffers = 10
place_area_um2 = 307.8
gp_congestion = 0.7025
place_ws_ns = -0.1964

[run]
log.warning_count = 25
drv_cap = 0

[route]
drtPass1Iterations = 2
diodes = 0
wire_per_inst_um = 7.187
drtIter0Drc = 4
ant_nets = 0
vias = 139
wl_um = 539
drc_errors = 0
vias_per_cell = 1.853

[final_timing]
worstMarginPinSlew_ns = 0.1692
clock_skew_ns = 0.001545
max_freq_mhz = 1091
setup_slack_ns = 0.08307
setup_viol = 0
fin_setup_tns_ns = 0
rsz0062_at_grt = false
finalHoldWorstSlack_ns = 0.1313
period_needed_ns = 0.9169
slew_viol_final = 0
timing.slew.headroom_pct = 88.40
fin_crit_sh_pct = 91.69
timing_hold_violations_final = 0

[floorplanning]
io_pins = 11
die_area_mm2 = 0.006400
num_rows = 21
core_mm2 = 0.003416
die_w_um = 80
fp-utilization_pct = 4.615
die_h_um = 80

[cells_and_area]
drive_gt1_share_pct = 27.59
postLayoutCoreUtil_pct = 9.414
finalInstanceArea_um2 = 321.6
layout.cells.non_filler = 75
synthToLayoutAreaGrowth_pct = 104.0
[path summary, 6_finish.rpt]
check / slack, ns / to / startpoint / cells past startpoint
setup / recovery: 0.08 / salida[1] / ff1.ff0.q / 1
hold / removal: 0.13 / ff0.ff0.q / reset / 2
setup reg to reg: 0.13 / ff2.ff0.q / ff2.ff0.q / 3
hold reg to reg: 0.57 / ff0.ff0.q / ff0.ff0.q / 2
max in group asynchronous: 0.74 / ff2.ff0.q / reset / 2
min in group clk0: 0.41 / ff1.ff0.q / Desplaza / 3
[per-layer routing]
layer  track usage (%)  wire (µm)  vias to the layer above
li1                  -          -                       75
met1             2.130        257                       54
met2             1.284        142                       10
met3             2.386        139                        0
met4            0.8803          0                        0
met5                 0          0                        -
[cell families (layout without fill, tap and decap cells)]
family | Yosys count | in the layout
AOI/OAI and AO/OA | 3 | 3
buffers and inverters | 4 | 17
DFF | 3 | 3
and+or+nand+nor | 3 | 3
muxes | 3 | 3
[area by class of cell]
| cell class | count | area [µm²] |
|---|---|---|
| clock buffers | 4 | 26.28 |
| fillers | 404 | 3094 |
| inverters | 1 | 3.754 |
| multi-input cells | 9 | 56.30 |
| flip-flops and latches | 3 | 75.07 |
| well taps | 46 | 57.56 |
| repair buffers | 12 | 102.6 |
[timing repair]
item | in CTS | in global routing
setup buffers | 0 | 0
gates resized | 8 | 2
setup endpoints to repair | 3 | 2
pin swaps | 0 | 0
gates cloned | 0 | 0
[Yosys cell counts (all sizes together)]
| library cell | instances |
|---|---|
| buf | 3 |
| dfrtp | 3 |
| mux2i | 3 |
| o21ai | 3 |
| inv | 1 |
| nand2 | 3 |
[flip-flops by register name, summed over array words and instances (netlist names)]
register / cells
ff2.ff0.q: 1
ff0.ff0.q: 1
ff1.ff0.q: 1
[layout by cell type, fill, tap and decap left out]
master | synthesis | layout
dfrtp_1 | 3 | 3
buf_2 | 0 | 2
inv_1 | 1 | 1
dlymetal6s2s_1 | 0 | 1
clkbuf_1 | 0 | 1
o21ai_1 | 3 | 3
nand2_1 | 3 | 3
mux2i_1 | 3 | 3
buf_4 | 3 | 2
clkbuf_4 | 0 | 3
clkdlybuf4s50_1 | 0 | 6
clkbuf_2 | 0 | 1
[power groups by stage]
| stage | clock network [mW] | registers [mW] | logic, mW |
|---|---|---|---|
| after CTS | 0.226 | 0.141 | 0.0816 |
| after global routing | 0.235 | 0.144 | 0.0861 |
| final | 0.209 | 0.141 | 0.0779 |
Power figures rest on the tool's default switching activity, not on a simulated workload.
